**flow/run.sh**
```bash
#!/bin/bash
# OpenROAD 26Q1-2900-gdf79404cd8, Yosys 0.63+post, stock flow scripts
make -C /OpenROAD-flow-scripts/flow DESIGN_CONFIG=/design/flow/config.mk WORK_HOME=/design/flow/orfs finish
```
**flow/config.mk**
```make
export PLATFORM = sky130hd
export DESIGN_NAME = fmul
export DESIGN_NICKNAME = fmul
export VERILOG_FILES = /design/flow/design.v
export SDC_FILE = /design/flow/constraint.sdc
export NUM_CORES = 4
export LEC_CHECK = 1
export CORE_UTILIZATION = 50
```
**flow/constraint.sdc**
```tcl
current_design fmul

set clk_period 8.3
set clk_io_pct 0.2

create_clock -name clk0 -period $clk_period [get_ports {CLK}]

set non_clock_inputs [all_inputs -no_clocks]
set_input_delay [expr $clk_period * $clk_io_pct] -clock clk0 $non_clock_inputs
set_output_delay [expr $clk_period * $clk_io_pct] -clock clk0 [all_outputs]
```
**flow/design.v**
```verilog
`timescale 1ns / 1ps
module fmul
    #(parameter bits = 16)(
    input signed [bits-1:0] A,  
    input signed [bits-1:0] B,  
    input CLK,  
    output signed [bits-1:0] P  
    );
    parameter MSB = 23;
    parameter LSB = 8; 
    reg signed [31:0] P64;
    always @(posedge CLK) begin
        P64 <= A * B;
    end
    assign P = P64[MSB:LSB];
endmodule
```
==> GITHUB_STEP_SUMMARY <==
### Yosys + OpenROAD results

| Metric | Value |
|---|---|
| Total grt overflow | `0` |
| Drt drc | `0` |
| Final WL | `16.65 mm` |
| Synthesized instance count | `856` |
| CTS H-Tree Depth | `1` |
| Vias in the first global route | `5993` |
| # port buffers | `48` |
| Tool warnings | `25` |
| Post-synthesis sequential area ratio | `under 10%` |
| Seq cells post-synth | `16` |
| Placed wire-length estimate | `14.29 mm` |
| Netlist cell types | `32` |
| Crit path top cell by count | `fa_1` |
| FP Util | `50.91%` |
| Via density | `4.919` |
| Crit path kind | `input port to flip-flop` |
| Cells along the critical path | `clkdlybuf4s50_1, and2_1, inv_1, fa_1, inv_1, fa_1, fa_1, fa_1, fa_1, inv_1, fa_1, inv_1, ha_1, a21o_1, a21o_1, a211oi_1, nor2_1, nor2_1, o21ai_1, xnor2_1` |
| CTS max path bufs | `2` |
| Post-cts hold buffer count | `0` |
| Final setup viols | `0` |
| Core area | `15150 um^2` |
| Vias post-DR | `5283` |
| Max cap viols | `0` |
| WP buf/inv | `5` |
| # Cells Yosys | `856` |
| CTS root buf | `clkbuf_16` |
| Fin. Hold Viols | `0` |
| Crit path DRT | `8.43 ns` |
| Layout fillers | `1270` |
| DIE AREA | `15920 um^2` |
| Clk sinks | `16` |
| Top-level I/O count | `between 40 and 50` |
| Die height | `126.2 um` |
| Critical path's top delay family | `adder cells` |
| Critical path's largest stage delay | `0.89 ns` |
| Netlist Area Pre-Place | `7711 um^2` |
| Worst setup startpoint | `B[2]` |
| Critical path capture point type | `flip-flop` |
| Final tally of max-slew violations | `0` |
| Total CTS buffers | `3` |
| CTS tree | `yes` |
| Worst slew margin | `approximately two fifths` |
| Tcrit/Tclk final | `90.22%` |
| Post-layout util | `a little under three fifths` |
| Gr usage total | `25.89%` |
| Slowest stage cell, crit path | `clkdlybuf4s50_1` |
| Setup TNS | `0 ns` |
| F_max | `0.1335 GHz` |
| Critical Path End | `P64[23]` |
| Initial DRC count | `129` |
| Global-route wire length before repair | `29.61 mm` |
| Regs by FF count | `P64: 16 flops` |
| Max reg flops | `16` |
| Initial antenna violation count | `0` |
| Detailed Routing Iterations Pass 1 | `4` |
| Synth Warn # | `1` |
| Stages on worst setup path | `20` |
| CP Max Fanout | `16` |
| Min-delay worst type | `flip-flop to output pin` |
| Post-CTS Setup Bufs | `0` |
| Least-Margin Pin Slew | `0.8737 ns` |
| WL per Instance | `about 16 um` |
| Status | `complete, no violations` |
| Mapped Avg Cell Area | `9.008 um^2` |
| GPL Wtd Cong | `0.8572` |
| Die W | `126.2 um` |
| DRT antenna net count | `0` |
| Cell row count | `45` |
| Arrival @ worst endpoint | `between 7 and 8 ns` |
| N_diodes | `0` |
| Post-layout min period | `7.488 ns` |
| Startpoint class of the critical path | `input port` |
| RSZ-0062 raised after global routing | `false` |
| Largest register by flop count | `P64` |
| Share of cells above drive strength 1 | `2.257%` |
| Worst-path clk slew | `roughly 0.05 ns` |
| Largest net degree at the start of global routing | `17` |
| Area Growth Syn to Fin | `9.736%` |
| Post_cts resized | `0` |
| Chip Area, Yosys | `7711 um^2` |
[layout make-up]
class	instances	area, um^2	share of cell area [%]
multi-input combinational	576	6391	75.53
inverter	232	870.8	10.29
sequential	16	320.3	3.785
timing repair buffer	58	555.5	6.565
tap	188	235.2	2.780
clock buffer	4	88.84	1.050
[synthesized netlist by cell type]
cell type	instances	area (um^2)
a21o_1	4	30.03
o31a_1	1	8.760
a2111oi_4	1	27.53
and2_1	97	606.8
ha_1	70	875.8
buf_4	2	15.01
nand4_1	1	6.260
inv_1	232	870.8
clkbuf_1	29	108.9
a41oi_1	1	8.760
o21bai_1	4	30.03
nand3_1	4	20.02
nand2_1	124	465.5
a21oi_1	9	45.04
xnor2_1	28	245.2
o21ai_0	3	15.01
nor3_2	1	10.01
fa_1	186	3724
o21a_1	3	22.52
nor2b_2	1	8.760
buf_2	1	5.000
o21ai_2	1	8.760
o21ai_1	3	15.01
a211oi_2	1	12.51
a211oi_1	1	7.510
dfxtp_1	16	320.3
nor2b_1	3	18.77
xor2_1	9	78.83
o211ai_2	1	12.51
a2bb2oi_1	1	8.760
or2b_1	3	22.52
nor2_1	15	56.30
[layout by cell type (no fill, tap or decap), drive strengths merged, types with 7 or more instances in the layout]
| cell | count |
|---|---|
| nand2 | 124 |
| and2 | 97 |
| inv | 232 |
| buf | 10 |
| clkdlybuf4s50 | 48 |
| a21oi | 9 |
| ha | 70 |
| o21ai | 7 |
| dfxtp | 16 |
| xor2 | 9 |
| xnor2 | 28 |
| fa | 186 |
| nor2 | 15 |
[worst min path at each step]
stage,from,end,cells after the start
4_1_cts,P64[14],P[6],1
5_1_grt,P64[14],P[6],1
6_report,P64[19],P[11],1
[per-stage QoR]
stage	hold slack [ns]	cells	worst slack, ns	cell area [um^2]
global placement	2.322	1070	0.6273	8373
global route	2.622	1074	0.4495	8462
CTS	2.603	1074	0.8186	8462
floorplan	1.918	856	1.647	7711
finish	2.589	1074	0.8117	8462
detailed placement	2.315	1070	0.5603	8373
[layer usage]
metal | track usage (%) | share of wire, % | vias up
met1 | 36.68 | 42 | 2627
met4 | 4.181 | 2.0 | 0
li1 | - | - | 2487
met2 | 42.25 | 49 | 143
met5 | 0 | 0 | -
met3 | 8.095 | 7.0 | 26
[kinds of logic after synthesis]
family,Yosys count,share of synthesized area (%)
buffers and inverters,264,12.96
AOI/OAI and AO/OA,34,3.278
adders and majority gates,256,59.65
and+or+nand+nor,249,15.76
DFF,16,4.154
xor gates and xnor gates,37,4.203
